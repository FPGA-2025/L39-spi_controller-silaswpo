$ cat /design/flow/config.mk
export PLATFORM = sky130hd
export DESIGN_NAME = SPI_Controller
export DESIGN_NICKNAME = SPI_Controller
export VERILOG_FILES = /design/flow/design.v
export SDC_FILE = /design/flow/constraint.sdc
export NUM_CORES = 4
export LEC_CHECK = 1
export CORE_AREA = 10 10 109 109
export DIE_AREA = 0 0 119 119
$ cat /design/flow/constraint.sdc
current_design SPI_Controller

set clk_period 4.3
set clk_io_pct 0.2

create_clock -name clk0 -period $clk_period [get_ports {clk}]

set non_clock_inputs [all_inputs -no_clocks]
set_input_delay [expr $clk_period * $clk_io_pct] -clock clk0 $non_clock_inputs
set_output_delay [expr $clk_period * $clk_io_pct] -clock clk0 [all_outputs]
$ cat /design/flow/design.v
module SPI_Controller #(
    parameter SPI_BITS_PER_WORD = 8,
    parameter SPI_MODE          = 0,
    parameter SPI_CLK_FREQ      = 1_000_000,
    parameter SYS_CLK_FREQ      = 25_000_000
)(
    input  wire clk,
    input  wire rst_n,
    output reg  sck,
    output reg  mosi,
    input  wire miso,
    output reg  cs,
    input  wire data_in_valid,
    output reg  data_out_valid,
    input  wire [SPI_BITS_PER_WORD-1:0] data_in,
    output reg  [SPI_BITS_PER_WORD-1:0] data_out,
    output reg  busy
);
    localparam CPOL = (SPI_MODE == 2 || SPI_MODE == 3);
    localparam CPHA = (SPI_MODE == 1 || SPI_MODE == 3);
    function integer clog2;
        input integer value; integer i;
        begin
            clog2 = 0;
            for (i = value-1; i > 0; i = i >> 1)
                clog2 = clog2 + 1;
        end
    endfunction
    localparam integer DIV   = (SYS_CLK_FREQ / (2*SPI_CLK_FREQ)) < 1 ? 1
                               : (SYS_CLK_FREQ / (2*SPI_CLK_FREQ));
    localparam integer DIV_W = clog2(DIV);
    localparam [1:0]
        ST_IDLE     = 2'b00,
        ST_TRANSFER = 2'b01,
        ST_DONE     = 2'b10;
    reg [1:0] state;
    reg [DIV_W-1:0] div_cnt;
    reg [SPI_BITS_PER_WORD-1:0] tx_shift;
    reg [SPI_BITS_PER_WORD-1:0] rx_shift;
    reg [clog2(SPI_BITS_PER_WORD):0] bit_cnt;
    wire edge_is_rise   = (sck == 1'b0);
    wire sample_is_rise = (CPHA == CPOL);
    wire do_sample_edge =  sample_is_rise ? edge_is_rise : ~edge_is_rise;
    wire do_shift_edge  = ~sample_is_rise ? edge_is_rise : ~edge_is_rise;
    always @(posedge clk or negedge rst_n) begin
        if (!rst_n) begin
            state          <= ST_IDLE;
            sck            <= CPOL;
            cs             <= 1'b1;
            mosi           <= 1'b0;
            busy           <= 1'b0;
            data_out       <= 0;
            data_out_valid <= 0;
            tx_shift       <= 0;
            rx_shift       <= 0;
            bit_cnt        <= 0;
            div_cnt        <= 0;
        end else begin
            data_out_valid <= 1'b0;
            case (state)
            ST_IDLE: begin
                sck     <= CPOL;
                cs      <= 1'b1;
                busy    <= 1'b0;
                div_cnt <= 0;
                if (data_in_valid) begin
                    busy     <= 1'b1;
                    cs       <= 1'b0;
                    tx_shift <= data_in;
                    rx_shift <= 0;
                    bit_cnt  <= SPI_BITS_PER_WORD;
                    if (CPHA == 1'b0)
                        mosi <= data_in[SPI_BITS_PER_WORD-1];
                    state <= ST_TRANSFER;
                end
            end
            ST_TRANSFER: begin
                if (div_cnt == DIV-1) begin
                    div_cnt <= 0;
                    if (do_sample_edge && bit_cnt != 0) begin
                        rx_shift <= {rx_shift[SPI_BITS_PER_WORD-2:0], miso};
                        bit_cnt  <= bit_cnt - 1;
                        if (bit_cnt == 1) begin
                            data_out       <= {rx_shift[SPI_BITS_PER_WORD-2:0], miso};
                            data_out_valid <= 1;
                        end
                    end
                    if (do_shift_edge && bit_cnt != 0) begin
                        if (CPHA == 1'b0) begin
                            mosi     <= tx_shift[SPI_BITS_PER_WORD-2];
                            tx_shift <= {tx_shift[SPI_BITS_PER_WORD-2:0], 1'b0};
                        end else begin
                            mosi     <= tx_shift[SPI_BITS_PER_WORD-1];
                            tx_shift <= {tx_shift[SPI_BITS_PER_WORD-2:0], 1'b0};
                        end
                    end
                    sck <= ~sck;
                    if (bit_cnt == 0)
                        state <= ST_DONE;
                end else begin
                    div_cnt <= div_cnt + 1;
                end
            end
            ST_DONE: begin
                sck  <= CPOL;
                cs   <= 1'b1;
                busy <= 1'b0;
                state <= ST_IDLE;
            end
            endcase
        end
    end
endmodule
$ cat /design/flow/run.sh
#!/bin/bash
# OpenROAD 26Q1-2900-gdf79404cd8, Yosys 0.63+post, stock flow scripts
make -C /OpenROAD-flow-scripts/flow DESIGN_CONFIG=/design/flow/config.mk WORK_HOME=/design/flow/orfs finish
==> CHANGELOG.md <==
## Implementation

- Top cell excl fill/tap: dfrtp_1
- YS chip area: roughly 2000 µm²
- Top_reg_cell synth: dfrtp_1
- Worst path slowest cell: or4_1
- Io pins: 25
- H-tree Lvls: 2
- Setup CP Type: input port to flop
- Pre-Place Util: 0.210
- Fin Setup TNS: 0 ps
- Ys flops: 38
- FP Rows: 36
- Root Buffer Master: clkbuf_8
- CP Launch Type: input port
- DP Wirelength: between 2000 and 3000 µm
- Worst vdd ir: 0.0000916 V
- Largest net degree at the start of global routing: 39
- First drt pass iteration count: 4
- Wire length of the first global-routing pass: 7750 µm
- Pleak: roughly 1.1 nW
- Minimum clock period after layout: between 2000 and 3000 ps
- Die area: around 14,000 µm²
- Worst EP required: about 4500 ps
- TritonCTS clock tree: done
- Status: completed
- Clock Sinks: 38
- Fin Hold WS: 492 ps
- Crit share post-route: 0.619
- Yosys warning count: 1
- I/O Buffers: 24
- Fmax: 376 MHz
- Syn_area_per_cell: 11.6 µm²
- # DRC: 0
- Crit-path max FO: 11
- Share of layout cells above drive strength 1: 0.140
- Vias per cell: 4.33
- Number of routed nets with antenna violations: 0
- WL/cell: 13.3 µm
- Post-Route WL: between 4000 and 5000 µm
- Vias in the first global route: roughly 1,500
- Cell taking the most area after synthesis: dfrtp_1
- Power share of the clock group: 0.404
- Final RePlAce weighted congestion: between 0.8 and 0.9
- # setup viols final: 0
- Initial antenna violation count: 0
- Die width: roughly 120 µm
- Area leader share: 0.445
- Delay of the slowest critical-path stage: about 700 ps
- Gr ovfl total: 0
- Critical path's top delay family: simple AND/OR/NAND/NOR gates
- Sw frac: 0.217
- Hold buffers post-CTS: 0
- Routed vias: around 1,400
- Worst-Margin Slew: roughly 540 ps
- Clock transition at the registers of the reported paths: approximately 80 ps
- HP Class: flop to flop
- Share of power burned in registers: 0.565
- CP Capture Type: flop
- Top cells excl fill/tap: dfrtp_1 (36), clkdlybuf4s50_1 (23), a22o_1 (12)
- CTS Buffer Depth: 2
- WP data arrival: around 2900 ps
- Cell Type Count: about 52
- Logic gate share of total power: 0.032
- Iter 0 DRT Violations: roughly 74
- Die Y: about 120 µm
- Worst Clk Skew: 9.45 ps
- Final Hold Viols: 0
- Gate Count Post-Synth: around 180
- Tool warnings: 27
- Share of flip-flops with an asynchronous set or reset: 1.00
- CP bufs+invs: 2
- TritonCTS buffer count: 5
- EDFF count, synth: 0
- GRT Util Overall: 0.0631
- Headroom to the max-slew limit: 0.639
- Diode count: 0
- Core area: ~9600 µm²
- Crit-path cells: clkdlybuf4s50_1 -> nor2b_1 -> buf_4 -> or4_1 -> o211ai_2
- Netlist Area Pre-Place: 2030 µm²
- Seq/Total Area, Yosys: 0.471
- RSZ-0062 raised after global routing: no
- Top cells by area: dfrtp_1 (44%), a22o_1 (5.2%), mux2_1 (4.4%)
- Resize count post-CTS: 0
- Yosys cell count: between 150 and 200
- Worst skew pair latency: approximately 290 ps
- Internal power: ~500 µW
- Layout area overhead: 23.3%
- Psw: between 100 and 150 µW
- Post-CTS setup buffer count: 0
- Final max-slew violation count: 0
- Max-cap violation count: 0
- Total power divided by cell area: around 250 nW/µm²
## metrics by stage
step / area (µm²) / util / power [mW] / setup slack (ps) / cells
floorplan: 2030 / - / 0.367 / 2430 / 175
global placement: 2410 / 0.250 / 0.387 / 1400 / 325
detailed placement: 2410 / 0.250 / 0.387 / 1340 / 325
CTS: 2500 / 0.259 / 0.642 / 1660 / 333
global route: 2500 / 0.259 / 0.661 / 1590 / 333
finish: 2500 / 0.259 / 0.636 / 1640 / 333
## Yosys cell counts (2+ instances only)
master,n
dfstp_2,2
buf_1,2
o211a_1,2
dfrtp_1,36
and4b_1,6
a211oi_1,6
mux2_1,8
buf_2,5
inv_2,2
and3b_1,2
a21o_1,2
nand2_1,6
nand2b_1,2
a21oi_1,2
nor3b_1,6
o21ai_1,2
o211ai_2,6
inv_1,10
ha_1,4
or3_1,2
a22o_1,12
mux2i_1,2
nor2_1,8
nand3_1,3
o211ai_1,7
clkbuf_1,3
o21ai_0,2
## per-layer routing
layer  GRT usage  vias up  part of all wire
li1            -      708                 -
met1      0.0955      707              0.50
met2      0.0930       22              0.44
met3      0.0120        6             0.039
met4      0.0107        0             0.022
met5           0        -                 0
## cells by family (layout without fill, tap and decap cells)
logic type | Yosys count | in the layout | synth area share
AND-OR/OR-AND | 50 | 50 | 0.208
AND/OR/NAND/NOR | 49 | 49 | 0.189
flip-flops | 38 | 38 | 0.471
buffers and inverters | 23 | 48 | 0.0476
multiplexers | 11 | 11 | 0.0599
adder cells (fa/ha/maj) | 4 | 4 | 0.0247
## power by group through the flow
stage / Clock, mW / Combinational [mW] / Sequential (mW)
6_report: 0.257 / 0.0200 / 0.359
5_1_grt: 0.280 / 0.0226 / 0.359
4_1_cts: 0.262 / 0.0211 / 0.359
## worst paths after layout
check                                   start     endpoint  slack, ps  depth (start not counted)
worst max-delay path            data_in_valid  tx_shift[6]       1640                          5
worst min-delay path              rx_shift[6]  data_out[7]        490                          1
worst max register to register       state[0]  tx_shift[6]       2180                          4
worst min register to register    rx_shift[6]  data_out[7]        490                          1
max in group asynchronous               rst_n     state[0]       3330                          2
min in group asynchronous               rst_n          sck        610                          2
## cell type report
cell class                      count  area, µm²
Tap cell                          133        166
Sequential cell                    38        953
Clock inverter                      1       5.00
Inverter                           12       45.0
Timing Repair Buffer               28        265
Fill cell                        1020       7140
Clock buffer                        7       86.3
Multi-Input combinational cell    114        976
## flip-flops by register name (all words and copies together) (netlist names), 3 cells and up
name / cells
tx_shift: 7
div_cnt: 4
rx_shift: 7
bit_cnt: 4
state: 3
data_out: 8
Power figures rest on the tool's default switching activity, not on a simulated workload.
