$ cat /design/flow/run.sh
#!/bin/bash
# OpenROAD 26Q1-2900-gdf79404cd8, Yosys 0.63+post, stock flow scripts
make -C /OpenROAD-flow-scripts/flow DESIGN_CONFIG=/design/flow/config.mk WORK_HOME=/design/flow/orfs finish
$ cat /design/flow/config.mk
export PLATFORM = sky130hd
export DESIGN_NAME = SPI_Peripheral
export DESIGN_NICKNAME = SPI_Peripheral
export VERILOG_FILES = /design/flow/design.v
export SDC_FILE = /design/flow/constraint.sdc
export NUM_CORES = 4
export LEC_CHECK = 1
export CORE_AREA = 10 10 97 97
export DIE_AREA = 0 0 107 107
$ cat /design/flow/constraint.sdc
current_design SPI_Peripheral

set clk_period 1.6
set clk_io_pct 0.2

create_clock -name clk0 -period $clk_period [get_ports {clk}]

set non_clock_inputs [all_inputs -no_clocks]
set_input_delay [expr $clk_period * $clk_io_pct] -clock clk0 $non_clock_inputs
set_output_delay [expr $clk_period * $clk_io_pct] -clock clk0 [all_outputs]
$ cat /design/flow/design.v
module SPI_Peripheral #(
    parameter SPI_BITS_PER_WORD = 8,
    parameter SPI_MODE          = 0   
)(
    input  wire clk,
    input  wire rst_n,
    input  wire sck,
    input  wire cs,
    input  wire mosi,
    output wire miso,
    input  wire data_in_valid,
    output reg  data_out_valid,
    output reg  busy,
    input  wire [SPI_BITS_PER_WORD-1:0] data_in,
    output reg  [SPI_BITS_PER_WORD-1:0] data_out
);
    localparam BIT_COUNT_WIDTH = $clog2(SPI_BITS_PER_WORD);
    localparam CPOL = (SPI_MODE == 2 || SPI_MODE == 3);
    localparam CPHA = (SPI_MODE == 1 || SPI_MODE == 3);
    reg [SPI_BITS_PER_WORD - 1:0] data_in_reg, data_to_send;
    reg [BIT_COUNT_WIDTH   - 1:0] bit_count;
    reg [2:0] sck_sync, cs_sync;
    reg [1:0] mosi_sync;
    reg sync_init;
    wire rising_edge, falling_edge;
    wire sampling_edge, shifting_edge;
    wire cs_active, start_message, end_message;
    assign rising_edge   = ~sck_sync[2] & sck_sync[1];
    assign falling_edge  = ~sck_sync[1] & sck_sync[2];
    assign sampling_edge = (CPHA == 0) ? (CPOL ? falling_edge : rising_edge)
                                       : (CPOL ? rising_edge  : falling_edge);
    assign shifting_edge = (CPHA == 0) ? (CPOL ? rising_edge  : falling_edge)
                                       : (CPOL ? falling_edge : rising_edge);
    assign cs_active     = ~cs_sync[1];
    assign start_message = ~cs_sync[1] & cs_sync[2];
    assign end_message   = ~cs_sync[2] & cs_sync[1];
    assign miso          = data_to_send[SPI_BITS_PER_WORD-1];
    always @(posedge clk) begin
        if (!rst_n) begin
            sck_sync  <= 3'b000;
            cs_sync   <= 3'b000;
            mosi_sync <= 2'b00;
        end else begin
            sck_sync  <= {sck_sync[1:0], sck};
            cs_sync   <= {cs_sync[1:0], cs};
            mosi_sync <= {mosi_sync[0], mosi};
        end
    end
    always @(posedge clk) begin
        if (!cs_active) begin
            bit_count <= {BIT_COUNT_WIDTH{1'b0}};
        end else begin
            if (sampling_edge) begin
                bit_count <= bit_count + 1'b1;
                data_out  <= {data_out[SPI_BITS_PER_WORD-2:0], mosi_sync[1]};
            end
        end
        if (start_message) begin
            busy <= 1'b0;
        end
        if (end_message) begin
            busy <= 1'b1;
        end
    end
    always @(posedge clk) begin
        if (!rst_n) begin
            data_out_valid <= 1'b0;
        end else begin
            data_out_valid <= cs_active && sampling_edge &&
                              (bit_count == SPI_BITS_PER_WORD - 1);
        end
    end
    always @(posedge clk) begin
        if (!rst_n) begin
            data_in_reg <= {SPI_BITS_PER_WORD{1'b0}};
        end else begin
            if (data_in_valid) begin
                data_in_reg <= data_in;
            end
        end
    end
    always @(posedge clk) begin
        if (!rst_n) begin
            sync_init <= 1'b0;
        end else if (cs_active) begin
            if (start_message) begin
                data_to_send <= data_in_reg;
                sync_init    <= CPHA;  
            end else if (shifting_edge) begin
                if(sync_init) begin
                    sync_init <= 1'b0;
                end else begin
                    data_to_send <= {data_to_send[SPI_BITS_PER_WORD-2:0], 1'b0};
                end
            end
        end
    end
endmodule
==> flow_summary.toml <==
# flow metrics
[synthesis]
synthTopCellsByArea = "edfxtp_1 35%, dfxtp_1 30%, mux2_4 7.6%"
async_flop_share = 0
syn-mean-instance-area_um2 = 14.7
yosys_cells = 94
synth_chip_area_um2 = 1380
top_cell_area_share = 0.348
yosys.stat.seqShare = 0.652
top_area_cell = "edfxtp_1"
ys.flops = 37
top_cell = "dfxtp_1"
syn_area_um2 = 1380
synth-edff-count = 16
xor_share = 0
synth-adder-area-share = 0.0253
synthCells = 94
mux_share = 0.142
ys_warn_count = 1
synthAoiAreaFrac = 0.0109
synth_cell_type_count = 22
flop_cell = "dfxtp_1"
top_cells_by_count = "21 x dfxtp_1, 16 x edfxtp_1, 10 x nor2b_1, 8 x and2_1, 8 x mux2i_1"
ys_sh_simple = 0.145
top_logic_kind = "simple AND/OR/NAND/NOR gates"

[timing]
relSlewSlack = 0.871
finalClockSkew_ns = 0.00251
period_minus_slack_ns = 1.44
hold_viol = 0
report.final.slew_viol_count = 0
fin_setup_tns_ns = 0
setup_viol_count_final = 0
finalCritPeriodShare = 0.898
rsz0062_at_grt = "no"
worst_pin_slew_ns = 0.192
fmax_ghz = 0.696

[grt]
grt_first_pass_wirelength_mm = 3.99
grt_pass1_vias = 799
grt-ovfl-total = 0
grtUsageTotal = 0.0436
grt_max_degree = 18
antenna_found_initial = 0

[floorplan]
chipWidth_um = 107
fp_util = 0.190
chip_area_um2 = 11400
fp.coreArea_um2 = 7290
dieHeight_um = 107
rows = 31
ioPinCount = 25

[setup_path]
crit_end = "busy"
worst-endpoint-required_ns = 1.28
r2r_cells = 3
cp_max_fo = 2
startpoint_type = "flip-flop"
critPathSlowestCell = "clkdlybuf4s50_1"
regToRegSetupSlack_ns = 0.36
end_kind = "output port"
cp.buffers_inverters = 1
cp.arrival_ns = 1.12
slowest_delay_ns = 0.50
path_depth = 1
cp_top_family = "buffers and inverters"
r2r_start = "sck_sync[1]"
reg2reg_to = "data_out[0]"
path_cells = "clkdlybuf4s50_1"
crit_path_start = "busy"
critPathKind = "reg2out"

[clocking]
h-tree-depth = 2
hold_buffers = 0
worstSkewPairLatency_ns = 0.28
cts_resized = 0
numCtsBuffers = 5
cts_tree = "done"
cts_root_buffer = "clkbuf_8"
cts_buffer_depth = 2
cts_setup_buffers = 0
path_clk_slew_ns = 0.07
clock-sinks = 37

[layout]
drive_gt1_frac = 0.181
stdcell_count = 226
syn2layout_area_growth_pct = 37.6

[power]
leakagePower_uw = 0.000727
ir_drop_mv = 0.387
power_density_nw_per_um2 = 1140

[placed_design]
dp_hpwl_mm = 1.76
place.gp.congestion = 0.741
io_buffers = 24
placed_cells = 218

[routing]
drc_errors = 0
via_count = 759
antenna_left = 0
viasPerCell = 3.36
first_iter_violations = 12
antenna_cells = 0
wirelength_mm = 2.47
dr.pass1.iters = 4
avgRoutedWirePerCell_um = 10.9

[job]
warning_count = 25
max-cap-violations = 0

[worst_hold_path]
worst_hold_path_type = "reg2reg"

[status]
status = "complete, no violations"
==> layout by cell type (no fill, tap or decap), drive strengths merged, types with 5 or more instances in the layout <==
cell            n
nor2b          11
and2            8
buf             5
mux2            8
edfxtp         16
clkbuf          5
dfxtp          21
clkdlybuf4s50  24
nand2b          5
mux2i           8
==> worst min path at each step <==
stage | slack [ns] | cells past startpoint | endpoint | startpoint
CTS | 0.42 | 0 | data_out[0] | mosi_sync[1]
finish | 0.42 | 0 | data_out[0] | mosi_sync[1]
global route | 0.42 | 0 | data_out[0] | mosi_sync[1]
==> report_power, final <==
part | total [µW] | switching, µW | leakage [µW] | internal (µW)
sequential | 1060 | 26.3 | 0.000319 | 1040
combinational | 169 | 56.1 | 0.000340 | 113
clock | 944 | 325 | 0.0000681 | 619
total | 2180 | 407 | 0.000727 | 1770
==> routing by layer <==
| metal | track usage | wire length, µm | vias to the layer above |
|---|---|---|---|
| met1 | 0.0559 | 1120 | 345 |
| met3 | 0.0224 | 209 | 6 |
| met4 | 0.00774 | 47 | 0 |
| met5 | 0 | 0 | - |
| met2 | 0.0654 | 1100 | 20 |
| li1 | - | - | 388 |
==> per-stage QoR <==
step	setup WS (ns)	hold slack, ns	total power [µW]	util	instance area, µm²
floorplan	0.195	0.386	1170	-	1380
global placement	0.151	0.395	1250	0.243	1770
detailed placement	0.136	0.401	1260	0.243	1770
CTS	0.132	0.420	2220	0.261	1900
global route	0.0860	0.419	2280	0.261	1900
finish	0.163	0.418	2180	0.261	1900
==> logic make-up (layout without fill, tap and decap cells) <==
family / after synthesis / in the layout
fa+ha+maj: 3 / 3
simple gates: 29 / 29
buf+inv: 6 / 39
mux: 16 / 16
compound gates: 3 / 3
flops: 37 / 37
==> layout make-up <==
| type | count | area (µm²) |
|---|---|---|
| Clock buffer | 5 | 68.8 |
| Clock inverter | 3 | 65.1 |
| Fill cell | 776 | 5390 |
| Inverter | 2 | 7.51 |
| Multi-Input combinational cell | 51 | 447 |
| Sequential cell | 37 | 901 |
| Tap cell | 99 | 124 |
| Timing Repair Buffer | 29 | 290 |
Power figures rest on the tool's default switching activity, not on a simulated workload.
